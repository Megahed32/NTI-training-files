<file path="flow/design.v">
module ALU #(
    parameter DATA_WIDTH = 4
) (
    input wire [DATA_WIDTH-1 : 0 ] A, B,
    input wire [1:0] opcode ,
    output wire status,
    output wire a,b,c,d,e,f,g
);
reg [DATA_WIDTH : 0 ] Out;
localparam ADD = 2'd0;
localparam SUB = 2'd1;
localparam AND = 2'd2;
localparam XOR = 2'd3;
assign status = ((Out ==0)&&(opcode == SUB))? 1:0;
always @(*) begin
    case (opcode)
        ADD:
        begin
           Out = A + B; 
        end
        SUB:
        begin
            Out = A - B; 
        end
        AND:
        begin
            Out = A & B; 
        end
        XOR: 
        begin
            Out = A ^ B; 
        end
        default:
        begin
            Out = A + B;
        end 
    endcase
end
seven_seg_decoder #(.DATA_WIDTH(DATA_WIDTH)) U0_seven_seg (
    .Value_in(Out),
    .a(a),
    .b(b),
    .c(c),
    .d(d),
    .e(e),
    .f(f),
    .g(g)
);
endmodule
module seven_seg_decoder #(parameter DATA_WIDTH = 4)
( input wire [DATA_WIDTH : 0] Value_in,
  output reg a,b,c,d,e,f,g
)
;
always @(*) begin
    case (Value_in)
       5'b00000 : {a,b,c,d,e,f,g} = 7'b0000001;  
       5'b00001 : {a,b,c,d,e,f,g} = 7'b1001111;  
       5'b00010 : {a,b,c,d,e,f,g} = 7'b0010010;  
       5'b00011 : {a,b,c,d,e,f,g} = 7'b0000110;  
       5'b00100 : {a,b,c,d,e,f,g} = 7'b1001100;  
       5'b00101 : {a,b,c,d,e,f,g} = 7'b0100100;  
       5'b00110 : {a,b,c,d,e,f,g} = 7'b0100000;  
       5'b00111 : {a,b,c,d,e,f,g} = 7'b0001111;  
       5'b01000 : {a,b,c,d,e,f,g} = 7'b0000000;  
       5'b01001 : {a,b,c,d,e,f,g} = 7'b0000100;  
       5'b01010 : {a,b,c,d,e,f,g} = 7'b0001000;  
       5'b01011 : {a,b,c,d,e,f,g} = 7'b1100000;  
       5'b01100 : {a,b,c,d,e,f,g} = 7'b0110001;  
       5'b01101 : {a,b,c,d,e,f,g} = 7'b1000010;  
       5'b01110 : {a,b,c,d,e,f,g} = 7'b0110000;  
       5'b01111 : {a,b,c,d,e,f,g} = 7'b0111000;  
        default: {a,b,c,d,e,f,g} = 7'b1111111;
    endcase
end
endmodule
</file>
<file path="flow/run.sh">
#!/bin/bash
# OpenROAD 26Q1-2900-gdf79404cd8, Yosys 0.63+post, stock flow scripts
make -C /OpenROAD-flow-scripts/flow DESIGN_CONFIG=/design/flow/config.mk WORK_HOME=/design/flow/orfs finish
</file>
<file path="flow/config.mk">
export PLATFORM = sky130hd
export DESIGN_NAME = ALU
export DESIGN_NICKNAME = ALU
export VERILOG_FILES = /design/flow/design.v
export SDC_FILE = /design/flow/constraint.sdc
export NUM_CORES = 4
export LEC_CHECK = 1
export CORE_AREA = 10 10 70 70
export DIE_AREA = 0 0 80 80
</file>
<file path="flow/constraint.sdc">
current_design ALU

set clk_period 5.7
set clk_io_pct 0.2

create_clock -name clk0 -period $clk_period

set non_clock_inputs [all_inputs -no_clocks]
set_input_delay [expr $clk_period * $clk_io_pct] -clock clk0 $non_clock_inputs
set_output_delay [expr $clk_period * $clk_io_pct] -clock clk0 [all_outputs]
</file>
==> summary.txt <==
slowest stage cell, crit path: clkdlybuf4s50_1
launching element type of the critical path: input pin
run status: finished, final reports clean
final critical delay including setup and external delays: 5.495 ns
vias in the first global route: 576
proportion of power drawn by flip-flops and latches: 0
maximum number of pins on one net before global-route repair: 12
DRC violation total after the first TritonRoute iteration: 14
registers: 0
slowest cell delay on critical path: 0.52 ns
transition at the pin with the smallest max-transition slack: 0.4236 ns
total vias in the final route: 646
GR Util All Layers: 0.04854
minimum setup slack in the final design: 0.2054 ns
pre-CTS WS: 0.1773 ns
Netlist cell types: 31
Required @ worst endpoint: 4.56 ns
clock buffers: 0
Synthesis Warnings: 2
RSZ-0062 raised after global routing: false
minimum hold slack: 3.512 ns
number of cells in the yosys synthesis report: 85
Tcrit/Tclk final: 0.9640
netlist area before placement: 695.7 um^2
Setup-failing EPs final: 0
kind of critical path: in -> out
top cells, area: ha_1 (25%), mux2i_1 (12%), inv_1 (4.3%)
post-layout util: 0.2729
CP arrival: 4.35 ns
clock power share: 0
average instance area after synthesis: 8.184 um^2
share of final-layout standard cells stronger than drive strength 1: 0.1165
Vert. Die Dim: 80 um
Routed Antenna Nets: 0
maximum fanout along the worst path: 7
peak ir drop on the vdd network: 0.03876 mV
total placed instance area: 932.1 um^2
number of port buffers: 18
net switching fraction of the power: 0.4200
die span in x: 80 um
post-CTS setup buffer count: 0
number of filler cells placed in the layout: 360
number of pins with negative max-slew slack in the final report: 0
first drt pass iteration count: 4
synthesized netlist cell count: 85
total of hold buffers inserted after clock tree synthesis: 0
total grt overflow: 0
DRC: 0
area share of the largest cell type after synthesis: 0.2518
average routed wire per standard cell: 10.73 um
Starting Density: 0.2037
Cell Rows: 21
Lkg Pwr: 0.4033 nW
total buffers and inverters traversed by the critical path: 4
total negative setup slack: 0 ns
quantity of gates resized following cts: 0
area overhead of the layout relative to synthesis: 33.99%
antenna cell count: 0
total cell area reported by yosys after synthesis: 695.7 um^2
area of the core: 0.003416 mm^2
number of maximum-capacitance constraint violations: 0
global-route wire length before repair: 2684 um
Post-Layout Inst Area: 932.1 um^2
FF/Latch Area: 0 um^2
Synth top cells by count: ha_1 (14), inv_1 (8), mux2i_1 (8)
proportion of synthesized chip area in sequential cells: 0
internal power: 0.08434 mW
FMAX: 0.1820 GHz
power density normalized to cell area: 156.0 mW/mm^2
family with the most delay on the worst path: buffers and inverters
Crit. Startpoint: B[0]
Min-Delay Path Class: in -> out
cell with the most instances after synthesis: ha_1
antenna violations before repair: 0
worst relative slew slack: 0.7095
sort of element at the end of the critical path: primary output
total wire length after detailed routing: 1599 um
Routability Congestion: 0.8463
Detailed Place HPWL: 1429 um
Net Sw Power: 0.06106 mW
Vias/cell: 4.336
number of hold violations in the final report: 0
full die area: 0.006400 mm^2
crit-path cells: clkdlybuf4s50_1 -> inv_1 -> ha_1 -> mux2i_1 -> ha_1 -> nor2b_1 -> or4_4 -> nand4_2 -> buf_4 -> mux2_2 -> nand2_1 -> clkdlybuf4s50_1
io pins: 18
area leader, netlist: ha_1
part of the total power dissipated in combinational logic: 1.000
OpenROAD warning count: 37
min-delay src: opcode[0]
power by group through the flow:
stage / logic [mW] / clock network [mW] / registers, mW
final: 0.145 / 0 / 0
after global routing: 0.162 / 0 / 0
after CTS: 0.148 / 0 / 0
worst paths after layout:
kind,end,slack (ns),depth (start not counted)
setup / recovery,d,0.21,12
hold / removal,status,3.51,6
cell type report:
cell class / count / area [um^2] / share of cell area
Tap cell: 46 / 57.56 / 0.06174
Inverter: 8 / 30.03 / 0.03221
Multi-Input combinational cell: 73 / 634.4 / 0.6805
Timing Repair Buffer: 22 / 210.2 / 0.2255
layer usage:
metal  vias up  global-route usage  routed length, um  part of all wire
met4         0                   0                  0                 0
met1       292             0.06481                736              0.46
met3         0             0.01250                141             0.088
met5         -                   0                  0                 0
met2        12             0.08106                721              0.45
li1        342                   -                  -                 -
cells in the final DEF, fill, tap and decap left out:
cell type        netlist  routed
clkdlybuf4s50_1        0      18
ha_1                  14      14
inv_1                  8       8
mux2i_1                8       8
nand2_1                6       6
nor2_1                 5       5
a21oi_1                4       4
buf_4                  0       4
xnor2_1                3       3
nand2b_1               3       3
o221ai_1               3       3
nor2b_1                2       2
mux2_4                 2       2
nor3b_1                2       2
o21ai_0                2       2
or3b_1                 2       2
mux2_2                 2       2
nand3_1                2       2
o211ai_1               2       2
nor3_1                 1       1
nand2_2                1       1
or4_4                  1       1
o31a_1                 1       1
nand4_2                1       1
a21o_1                 1       1
xor2_1                 1       1
nand2b_4               1       1
mux2_1                 1       1
o2111ai_1              1       1
fa_1                   1       1
cells by family (layout without fill, tap and decap cells):
kind of cell / count (synthesis) / in the layout / synth area share
AND/OR/NAND/NOR: 27 / 27 / 0.2356
multiplexers: 13 / 13 / 0.2068
XOR/XNOR: 4 / 4 / 0.05037
buffers and inverters: 12 / 30 / 0.08812
adder cells (fa/ha/maj): 15 / 15 / 0.2806
AND-OR/OR-AND: 14 / 14 / 0.1385
per-stage QoR:
| stage | power, mW | cells |
|---|---|---|
| floorplan | 0.08942 | 85 |
| global placement | 0.1452 | 149 |
| detailed placement | 0.1473 | 149 |
| CTS | 0.1477 | 149 |
| global route | 0.1616 | 149 |
| finish | 0.1454 | 149 |
Power is estimated from default activity; no workload was simulated.
