[flow/run.sh]
#!/bin/bash
# OpenROAD 26Q1-2900-gdf79404cd8, Yosys 0.63+post, stock flow scripts
make -C /OpenROAD-flow-scripts/flow DESIGN_CONFIG=/design/flow/config.mk WORK_HOME=/design/flow/orfs finish
[flow/config.mk]
export PLATFORM = sky130hd
export DESIGN_NAME = register_file
export DESIGN_NICKNAME = register_file
export VERILOG_FILES = /design/flow/design.v
export SDC_FILE = /design/flow/constraint.sdc
export NUM_CORES = 4
export LEC_CHECK = 1
export CORE_AREA = 10 10 108 108
export DIE_AREA = 0 0 118 118
[flow/constraint.sdc]
current_design register_file

set clk_period 1.2
set clk_io_pct 0.2

create_clock -name clk0 -period $clk_period [get_ports {clk}]

set non_clock_inputs [all_inputs -no_clocks]
set_input_delay [expr $clk_period * $clk_io_pct] -clock clk0 $non_clock_inputs
set_output_delay [expr $clk_period * $clk_io_pct] -clock clk0 [all_outputs]
[flow/design.v]
module register_file #(parameter WIDTH =8)(clk , arst_n , wr_en, rd_en , wr_addr ,
 rd_addr , wr_data , rd_data , control , 
 busy , done , uart_rx_data , uart_tx_data, valid);
 input clk , arst_n , wr_en , rd_en , busy ,done , valid;
 input [1:0] wr_addr , rd_addr;
 input  wire [WIDTH-1:0] wr_data , uart_rx_data;
 output reg  [WIDTH-1:0] rd_data;
 output wire [WIDTH-1:0] control, uart_tx_data;
 reg [WIDTH-1:0] data_tx_reg , control_reg , status_reg , data_rx_reg ;
 localparam CONTROL_ADDR = 0 ;
 localparam DATA_TX_ADDR = 1 ;
 localparam STATUS_ADDR  = 2 ;
 localparam DATA_RX_ADDR = 3 ;
 always @(posedge clk or negedge arst_n) begin
    if(!arst_n)
    begin
    rd_data     <=0;
    data_tx_reg <=0;
    control_reg <=0;
    status_reg  <=0;
    data_rx_reg <=0;
    end
    else
    begin
        if(wr_en)
        begin
        case (wr_addr)
            CONTROL_ADDR : 
            begin
                control_reg <= wr_data;
            end
            DATA_TX_ADDR :
            begin
                data_tx_reg <= wr_data;
            end
            default: ;    
        endcase
        end
        else if(rd_en)
        begin
        case (rd_addr)
            STATUS_ADDR : 
            begin
                rd_data <= status_reg; 
            end
            DATA_RX_ADDR :
            begin
                rd_data <= data_rx_reg;
            end
            default: ;    
        endcase
        end
        status_reg  <=  {{(WIDTH-2){1'b0}}, busy , done};
        if(valid)
        data_rx_reg <=  uart_rx_data;
    end
 end
    assign control = control_reg;
    assign uart_tx_data = data_tx_reg;
endmodule
==> results.json <==
{
  "total_wirelength_um": 3630,
  "grt_pass1_vias": 994,
  "num_vias": 906,
  "io-pin-count": 51,
  "p_leak_uw": 0.00101,
  "cts.reportedPaths.clkPinSlew_ns": 0.07,
  "drt_pass1_iterations": 3,
  "layout.area.seq_sq_um": 851,
  "syn_area_per_cell_sq_um": 16.8,
  "clock-skew-final_ns": 0.000552,
  "place.port_buffers": 50,
  "clk_latency_ns": 0.27,
  "antenna_violations_before_repair": 0,
  "synthTopCellsByArea": "dfrtp_1, mux2_2, and3_1, nor3b_4, buf_6",
  "synth.yosys.num_cells": 79,
  "detailedRoute.firstIterationViolations": 18,
  "ys_types": 8,
  "clock_root_buffer": "clkbuf_8",
  "crit_path_cell_trace": "dlygate4sd2_1",
  "critical_path_required_ns": 0.96,
  "yosys.area.top_type": "dfrtp_1",
  "layout_top_cells_excl_fill_tap": "dfrtp_1, mux2_2, dlygate4sd2_1",
  "grt_max_degree": 35,
  "die.size.y_um": 118,
  "routability_cong": 0.712,
  "cell_with_the_biggest_individual_delay_on_the_critical_path": "dfrtp_1",
  "period_used_share": 0.960,
  "logic_area_sq_um": 487,
  "layout_top_cell_excl_fill_tap": "dfrtp_1",
  "flow.area_growth_from_synthesis_pct": 65.3,
  "top_area_frac": 0.641,
  "yosysWarnings": 1,
  "core_area_sq_um": 9280,
  "routedWlPerCell_um": 13.1,
  "cpLargestDelayFamily": "flip-flops",
  "rows": 35,
  "groute.usage.overall": 0.0524,
  "layout_min_cycle_time_ns": 1.15,
  "cp-start-kind": "flip-flop",
  "hold_ws_ns": -0.0831,
  "grt_first_pass_wirelength_um": 5800,
  "grt_overflow_total": 0,
  "utilization": 0.236,
  "path_max_fanout": 2,
  "yosys_stat_chip_area_sq_um": 1330,
  "placement.cell_area_sq_um": 2040,
  "postLayoutCellArea_sq_um": 2190,
  "buffers_inverters_on_critical_path": 1,
  "layout-drive-gt1-share": 0.392,
  "insertedDiodeCount": 0,
  "hold_path_class": "in2async",
  "clockBufferDepth": 2,
  "ys.flops": 34,
  "remaining_antenna_violation_count": 0,
  "worst_setup_path_end_kind": "output pin",
  "tritoncts_num_sinks": 34,
  "cts.htree.levels": 2,
  "numCtsBuffers": 5,
  "criticalPathCategory": "reg2out",
  "f_max_mhz": 868,
  "tritoncts": "done",
  "final_max_slew_viol_count": 0,
  "chip_area_sq_um": 13900,
  "drc": 0,
  "dieWidth_um": 118,
  "log.warning_count": 28,
  "finalPower_uw": 2840,
  "critPathMaxStageDelay_ns": 0.38,
  "ys_seq_share": 0.641,
  "syn-instance-count": 79,
  "pwr_density_cell_nw_per_um2": 1290,
  "vias_per_cell": 3.27,
  "slew_headroom": 0.802,
  "filler_cell_count": 996,
  "worst_slew_pin_slew_ns": 0.295,
  "setup_violation_total_in_the_final_timing_report": 0,
  "ir_drop_mv": 0.626,
  "floorplan_utilization": 0.143,
  "hold_viol_final": 34,
  "mappedNetlistArea_sq_um": 1330,
  "violated_checks": "negative hold slack",
  "critical_path_arrival_ns": 0.91,
  "run_status": "finished with violations",
  "drv.max_cap_violation_count": 0
}
kinds of logic after synthesis:
logic type | after synthesis | share of synthesized area
multiplexers | 34 | 0.288
flip-flops | 34 | 0.641
AND/OR/NAND/NOR | 9 | 0.0584
buffers and inverters | 2 | 0.0122
cells in the mapped netlist, drive strengths merged:
cell type,instances
buf,2
and3,6
dfrtp,34
and3b,1
nand3b,1
mux2,34
nor3b,1
final cells by class:
cell class                      count  share of cell area
Sequential cell                    34               0.388
Timing Repair Buffer               63               0.275
Multi-Input combinational cell     43               0.222
Tap cell                          129              0.0735
Clock buffer                        7              0.0393
Clock inverter                      1             0.00228
final timing paths:
| path | endpoint | slack (ns) | startpoint | cells after the start |
|---|---|---|---|---|
| min | data_rx_reg[3] | -0.08 | arst_n | 2 |
| max | rd_data[5] | 0.05 | rd_data[5] | 1 |
| max reg2reg | rd_data[0] | 0.19 | data_rx_reg[0] | 2 |
| min reg2reg | control_reg[6] | 0.50 | control_reg[6] | 1 |
| min in group clk0 | status_reg[1] | 0.40 | busy | 1 |
| max in group asynchronous | rd_data[6] | 1.11 | arst_n | 2 |
where the power goes:
group / internal (uW) / leakage, uW / switching, uW
clock network: 463 / 0.0000482 / 411
logic: 420 / 0.000547 / 151
registers: 1320 / 0.000411 / 74.7
worst reg2reg max path: stages (launching register included):
cell and delay [ns]:
dfrtp_1 0.37, mux2_2 0.26, mux2_4 0.26
metrics by stage:
stage	TNS, ns	worst slack, ns	hold slack [ns]	cells
global placement	-11.45	-0.475	0.219	261
CTS	-0.139	-0.0260	-0.0874	272
global route	-0.00737	-0.00402	-0.0845	277
floorplan	0	0.137	-0.0556	79
finish	0	0.0478	-0.0831	277
detailed placement	-11.61	-0.485	0.220	261
per-layer routing:
layer / GRT usage / wire length, um / up-vias
met1: 0.0676 / 1640 / 445
met3: 0.0228 / 280 / 5
met5: 0 / 0 / -
met4: 0.00618 / 32 / 0
met2: 0.0822 / 1680 / 34
li1: - / - / 422
timing repair:
action                                  in CTS  in global routing
hold endpoints to repair                    34                 34
setup buffers                                3                  5
pin swaps                                    2                  1
endpoints found under the setup margin      48                 11
gates resized                               30                 11
Power and IR drop assume default switching activity.
