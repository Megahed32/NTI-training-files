==> design.v <==
module UART_tx #(      
      parameter CLKS_PER_BIT = 5208     
) 
(
   input  wire       clk, rst_n, tx_en,
   input  wire [7:0] data_in,
   output wire       serial_data_out,
   output reg        done
);
localparam   IDLE    = 0;
localparam   START   = 1;
localparam   DATA_TX = 2;
localparam   STOP    = 3;
reg serial_data_reg;
reg [2:0] data_count;
reg [$clog2(CLKS_PER_BIT)-1:0] clk_count;
reg [1:0] cs, ns;
assign serial_data_out = serial_data_reg;
always @(posedge clk or negedge rst_n) begin
    if(!rst_n)
        cs <= IDLE;
    else
        cs <= ns;
end
always @(*) begin
    case (cs)
      IDLE :   ns = (!tx_en) ? START : IDLE;
      START :  ns = (clk_count < CLKS_PER_BIT-1) ? START : DATA_TX;
      DATA_TX: ns = ((data_count == 7) && (clk_count == CLKS_PER_BIT-1)) ?  STOP: DATA_TX ;
      STOP   : ns = (clk_count < CLKS_PER_BIT-1) ? STOP : IDLE;
      default: ns = IDLE;
    endcase
end
always @(posedge clk or negedge rst_n) begin
    if (!rst_n) begin
        serial_data_reg <= 1;
        data_count <= 0;
        clk_count  <= 0;
    end else begin
        case (cs)
          IDLE: begin
              serial_data_reg <= 1;  
              data_count <= 0;
              clk_count  <= 0;
          end
          START: begin
              serial_data_reg <= 0;  
              if (clk_count < CLKS_PER_BIT-1)
                  clk_count <= clk_count + 1;
              else
                  clk_count <= 0;
          end
          DATA_TX: begin
              serial_data_reg <= data_in[data_count];
              if (clk_count < CLKS_PER_BIT-1)
                  clk_count <= clk_count + 1;
              else begin
                  clk_count  <= 0;
                  data_count <= data_count + 1;
              end
          end
          STOP: begin
              serial_data_reg <= 1;  
              if (clk_count < CLKS_PER_BIT-1)
                  clk_count <= clk_count + 1;
              else
                  clk_count <= 0;
          end
        endcase
    end
end
always @(posedge clk or negedge rst_n) begin
    if(!rst_n)
    begin
        done <= 0 ;
    end
    else
    begin
        if(cs == STOP)
        done <= 1;
        else 
        done <= 0;
    end
end
endmodule
==> run.sh <==
#!/bin/bash
# OpenROAD 26Q1-2900-gdf79404cd8, Yosys 0.63+post, stock flow scripts
make -C /OpenROAD-flow-scripts/flow DESIGN_CONFIG=/design/flow/config.mk WORK_HOME=/design/flow/orfs finish
==> config.mk <==
export PLATFORM = sky130hd
export DESIGN_NAME = UART_tx
export DESIGN_NICKNAME = UART_tx
export VERILOG_FILES = /design/flow/design.v
export SDC_FILE = /design/flow/constraint.sdc
export NUM_CORES = 4
export LEC_CHECK = 1
export CORE_AREA = 10 10 88 88
export DIE_AREA = 0 0 98 98
==> constraint.sdc <==
current_design UART_tx

set clk_period 2.7
set clk_io_pct 0.2

create_clock -name clk0 -period $clk_period [get_ports {clk}]

set non_clock_inputs [all_inputs -no_clocks]
set_input_delay [expr $clk_period * $clk_io_pct] -clock clk0 $non_clock_inputs
set_output_delay [expr $clk_period * $clk_io_pct] -clock clk0 [all_outputs]
==> impl_metrics.env <==
# implementation run metrics
export IMPL_synth_cell_types=31
export IMPL_irDropWorstVdd_uv=158
export IMPL_clockBufferDepth=2
export IMPL_worstSetupEndpointType="output port"
export IMPL_cts_tree="done"
export IMPL_io_buffer_count=12
export IMPL_yosys_stat_cells=107
export IMPL_yosys_area_top_type_share_pct=44.0
export IMPL_crit_path_start_kind="flop"
export IMPL_grt_pass1_wl_um=3890
export IMPL_cp_num_cells=1
export IMPL_post_route_period_util_pct=65.3
export IMPL_syn_area_um2=1140
export IMPL_routed_wl_um=2180
export IMPL_powerDensity_nw_per_um2=421
export IMPL_route_detailed_drc=0
export IMPL_worst_slew_pin_transition_ps=601
export IMPL_warnings=25
export IMPL_reg2regPathDepth=5
export IMPL_post_cts_buffers=0
export IMPL_regMostFlops="clk_count"
export IMPL_die_h_um=98
export IMPL_vias=809
export IMPL_reg2reg_setup_slack_ps=1060
export IMPL_rsz0062_at_grt="no"
export IMPL_seq_area_um2=553
export IMPL_core_um2=5920
export IMPL_layoutNonFillerInstCount=197
export IMPL_fp_util_pct=19.2
export IMPL_cts_hold_fix_buffers=0
export IMPL_crit_type="flop to output port"
export IMPL_synth_top_flop_cell="dfrtp_1"
export IMPL_edf_count=0
export IMPL_r2r_start="data_count[0]"
export IMPL_antenna_found_initial=0
export IMPL_place_gp_congestion=0.866
export IMPL_finalSetupTns_ps=0
export IMPL_comb_area_um2=547
export IMPL_grt_max_degree=23
export IMPL_clkLatencyLatePin_ps=260
export IMPL_syn_avg_cell_area_um2=10.6
export IMPL_fillers=625
export IMPL_cp_cell_sequence="clkdlybuf4s50_1"
export IMPL_yosysTopAreaCell="dfrtp_1"
export IMPL_fin_crit_ps=1760
export IMPL_grt_pass1_vias=810
export IMPL_critPathBufInv=1
export IMPL_postSynth_asyncResetShare_pct=100
export IMPL_hp_class="flop to flop"
export IMPL_ys_seq_share_pct=48.6
export IMPL_dp_cells=193
export IMPL_drv_slew=0
export IMPL_p_leak_nw=0.544
export IMPL_chip_area_um2=9600
export IMPL_hold_viol=0
export IMPL_ys_flops=22
export IMPL_postRouteAntennaNets=0
export IMPL_drtPass1Iterations=4
export IMPL_clkSlewWorstSetupHoldPaths_ps=80
export IMPL_synth_warnings=1
export IMPL_drtIter0Drc=42
export IMPL_track_usage_pct=4.66
export IMPL_cts_root_buf="clkbuf_8"
export IMPL_area_growth_pct=22.5
export IMPL_row_count=28
export IMPL_dp_hpwl_um=1630
export IMPL_worstSetupStartpoint="serial_data_reg"
export IMPL_ios=13
export IMPL_slowest_stage="dfstp_2"
export IMPL_final_layout_size_suffix_gt1_share_pct=11.5
export IMPL_worstPathArrival_ps=1220
export IMPL_maxSlewHeadroom_pct=59.9
export IMPL_syn_instance_count=107
export IMPL_die_x_um=98
export IMPL_overflow=0
export IMPL_cp_endpoint="serial_data_out"
export IMPL_drv_cap=0
export IMPL_reg_top3="clk_count x13, cs x4, data_count x3"
export IMPL_setup_viol=0
export IMPL_wl_per_cell_um=11.1
export IMPL_crit_fanout=1
export IMPL_numCtsBuffers=3
export IMPL_fin_skew_ps=4.09
export IMPL_synthTopCellsByArea="dfrtp_1 (44%), nor2_1 (5.3%), dfstp_2 (4.6%)"
export IMPL_crit_family="flip-flops"
export IMPL_htree_levels=1
export IMPL_ys_chip_area_um2=1140
export IMPL_critPathMaxStageDelay_ps=520
export IMPL_rr_endpoint="cs[1]"
export IMPL_cts_resized=0
export IMPL_fmax_mhz=567
export IMPL_via_per_inst=4.11
export IMPL_diodes=0
export IMPL_cts_sinks=22
export IMPL_status="complete, no violations"
export IMPL_worstPathRequired_ps=2160
export IMPL_largest_register_ffs=13
==> report_power, final <==
group	internal, mW	switching [mW]
Clock	0.130	0.104
Sequential	0.329	0
Combinational	0.0156	0.00846
==> worst min path at each step <==
stage | start | end | slack, ps | cells after the start
CTS | clk_count[0] | clk_count[0] | 490 | 1
global route | clk_count[0] | clk_count[0] | 520 | 1
finish | clk_count[0] | clk_count[0] | 490 | 1
==> logic make-up (layout without fill, tap and decap cells) <==
| logic type | after synthesis | in the layout | synth area share (%) |
|---|---|---|---|
| AND-OR/OR-AND | 19 | 19 | 13.1 |
| XOR/XNOR | 9 | 9 | 6.92 |
| adder cells (fa/ha/maj) | 3 | 3 | 3.30 |
| buffers and inverters | 7 | 22 | 3.41 |
| flip-flops | 22 | 22 | 48.6 |
| multiplexers | 3 | 3 | 4.83 |
| AND/OR/NAND/NOR | 44 | 44 | 19.9 |
==> through the flow <==
stage	util (%)	hold slack [ps]	power [mW]	instance area [um2]	worst slack, ps
floorplan	-	244	0.338	1140	1200
global placement	22.6	480	0.360	1340	983
detailed placement	22.6	483	0.361	1340	961
CTS	23.6	495	0.595	1400	921
global route	23.6	519	0.615	1400	902
finish	23.6	491	0.587	1400	937
==> cells in the mapped netlist (all sizes together) (2+ instances only) <==
cell,n
a21oi,2
a31oi,2
ha,3
and4,2
xnor2,4
nand2,8
xor2,5
or4,2
nor4,2
nor2,16
nand4,5
a22o,2
dfstp,2
a31o,2
dfrtp,20
inv,5
o21ai,5
nand3,5
o211ai,4
mux4,2
==> per-layer routing <==
layer	routed length, um	part of all wire, %	vias up	GRT usage [%]
li1	-	-	417	-
met1	1250	57	367	7.21
met2	792	36	23	6.19
met3	130	6.0	2	1.78
met4	9	0.41	0	0.336
met5	0	0	-	0
==> cells in the final DEF, fill, tap and decap left out, drive strengths merged, types with 3 or more instances in the layout <==
cell	instances
clkdlybuf4s50	12
o211ai	4
nand2	8
dfrtp	20
o21ai	5
xnor2	4
clkbuf	4
nand3	5
inv	5
xor2	5
ha	3
nand4	5
nor2	16
==> final cells by class <==
| cell class | instances | area share, % |
|---|---|---|
| Inverter | 5 | 1.35 |
| Multi-Input combinational cell | 78 | 39.2 |
| Sequential cell | 22 | 39.6 |
| Timing Repair Buffer | 13 | 9.15 |
| Tap cell | 75 | 6.73 |
| Clock buffer | 4 | 3.95 |
Power is estimated from default activity; no workload was simulated.
